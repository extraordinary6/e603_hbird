<file path="flow/design.v">
module e603_mrom # (
    parameter AW = 12,
    parameter DW = 32,
    parameter DP = 1024
)(
  input  [AW-1:2] rom_addr, 
  output [DW-1:0] rom_dout  
  );
  wire [31:0] mask_rom [0:DP-1];
  assign rom_dout = mask_rom[rom_addr]; 
  genvar i;
  generate 
   if(1) begin: jump_to_ram_gen
		assign mask_rom[0] = 32'h00000297;      
		assign mask_rom[1] = 32'h02028593;      
		assign mask_rom[2] = 32'hf1402573;      
		assign mask_rom[3] = 32'h0182b283;      
		assign mask_rom[4] = 32'h00028067;      
		assign mask_rom[5] = 32'h00000000;      
		assign mask_rom[6] = 32'h80000000;      
		assign mask_rom[7] = 32'h00000000;      
		assign mask_rom[8] = 32'h00000000;      
		assign mask_rom[9] = 32'h00000000;      
      for (i=10;i<1024;i=i+1) begin: rom_gen
          if(i==0) begin: rom0_gen
              assign mask_rom[i] = 32'h7ffff297; 
          end
          else if(i==1) begin: rom1_gen
              assign mask_rom[i] = 32'h00028067; 
          end
          else begin: rom_non01_gen
              assign mask_rom[i] = 32'h00000000; 
          end
      end
   end
   else begin: jump_to_non_ram_gen
    for (i=0;i<1024;i=i+1) begin: rom_gen
        if(i==0) begin: rom0_gen
            assign mask_rom[i] = 32'h100006f;
        end
        else if(i==1) begin: rom1_gen
            assign mask_rom[i] = 32'h13;
        end
        else if(i==2) begin: rom1_gen
            assign mask_rom[i] = 32'h13;
        end
        else if(i==3) begin: rom1_gen
            assign mask_rom[i] = 32'h6661;
        end
        else if(i==4) begin: rom1_gen
            assign mask_rom[i] = 32'h20400000 | 32'h000002b7;
        end
        else if(i==5) begin: rom1_gen
            assign mask_rom[i] = 32'h28067;
        end
        else begin: rom_non01_gen
            assign mask_rom[i] = 32'h00000000; 
        end
    end
   end
  endgenerate
endmodule
module e603_mrom_top #(
    parameter AW = 12,
    parameter DW = 32,
    parameter DP = 1024
)(
  input  rom_icb_cmd_valid, 
  output rom_icb_cmd_ready, 
  input  [AW-1:0] rom_icb_cmd_addr, 
  input  rom_icb_cmd_read,   
  output rom_icb_rsp_valid, 
  input  rom_icb_rsp_ready, 
  output rom_icb_rsp_err,   
  output [DW-1:0] rom_icb_rsp_rdata, 
  input  clk,
  input  rst_n
  );
  wire [DW-1:0] rom_dout; 
  assign rom_icb_rsp_valid = rom_icb_cmd_valid;
  assign rom_icb_cmd_ready = rom_icb_rsp_ready;
  assign rom_icb_rsp_err = ~rom_icb_cmd_read;
  assign rom_icb_rsp_rdata = rom_dout;
   e603_mrom # (
    .AW(AW),
    .DW(DW),
    .DP(DP)
   )u_mrom (
     .rom_addr (rom_icb_cmd_addr[AW-1:2]),
     .rom_dout (rom_dout) 
   );
endmodule
</file>
<file path="flow/constraint.sdc">
current_design e603_mrom_top

set clk_period 2.3
set clk_io_pct 0.2

create_clock -name clk0 -period $clk_period

set non_clock_inputs [all_inputs -no_clocks]
set_input_delay [expr $clk_period * $clk_io_pct] -clock clk0 $non_clock_inputs
set_output_delay [expr $clk_period * $clk_io_pct] -clock clk0 [all_outputs]
</file>
<file path="flow/run.sh">
#!/bin/bash
# OpenROAD 26Q1-2900-gdf79404cd8, Yosys 0.63+post, stock flow scripts
make -C /OpenROAD-flow-scripts/flow DESIGN_CONFIG=/design/flow/config.mk WORK_HOME=/design/flow/orfs finish
</file>
<file path="flow/config.mk">
export PLATFORM = sky130hd
export DESIGN_NAME = e603_mrom_top
export DESIGN_NICKNAME = e603_mrom_top
export VERILOG_FILES = /design/flow/design.v
export SDC_FILE = /design/flow/constraint.sdc
export NUM_CORES = 4
export LEC_CHECK = 1
export CORE_AREA = 10 10 70 70
export DIE_AREA = 0 0 80 80
</file>
==> out/results.tsv <==
metric	value	unit
synthCells	579	
haltStage	3_1_place_gp_skip_io	
error_message	[ERROR GPL-0301] Utilization 122.871 % exceeds 100%.	
row_count	21	
synth_area	3540	um2
synth.distinct_cells	79	
ys_cells	579	
ys_area	3540	um2
synth.avg_cell_area	6.12	um2
ys.warnings.count	1	
status	stopped before the end	
die_x	80	um
ys_seq_share	0	%
fp_util	104	%
dieHeight	80	um
## cells by family after synthesis
group,count (synthesis),synth area share [%]
AOI/OAI and AO/OA,215,41.4
xor gates and xnor gates,7,1.73
adders and majority gates,1,0.283
buffers and inverters,103,15.2
muxes,4,1.13
other,1,0.106
and+or+nand+nor,248,40.2
## cell usage after synthesis (5+ instances only)
cell type   n  area [um2]
a31oi_1    11        68.8
clkbuf_1   36         135
buf_4      24         180
a22oi_1    12        90.1
a2111oi_0   5        43.8
o211ai_1    8        60.1
a21oi_1    45         225
o22ai_1    14        87.6
o21ai_0    44         220
nor4_1     12        75.1
nand2_1    53         199
nor4bb_1    5        50.1
buf_1      11        41.3
buf_2      16        80.1
and2_1      5        31.3
nor2_1     34         128
nand3_1    27         135
or2_2       7        43.8
nor2b_1     6        37.5
nand2b_1   10        62.6
inv_1      10        37.5
o32ai_1     6        52.6
nor3_1     25         125
nand4_1    12        75.1
nor4b_1     5        43.8
a32oi_1     8        70.1
a211oi_1    6        45.0
